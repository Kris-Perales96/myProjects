**flow/design.v**
```verilog
module FAProject(a,b,cin,cout,sum);
	input  a, b, cin;
	output sum, cout;
	wire w,w1,w2;
	xor xor01(w,a,b);
	xor xor02(sum, w, cin);
	and a1(w1,w,cin);	
	and a2(w2, a, b);		
	or o1(cout, w1,w2);		
endmodule
module RCA8Project(a,b,cin, cout, sum, OF);
input [7:0] a, b;
input cin;
output [7:0] sum;
output OF, cout;
wire [7:1] w;
wire [7:0] k;
xor xor0(k[0], b[0], cin);
xor xor1(k[1], b[1], cin);
xor xor2(k[2], b[2], cin);
xor xor3(k[3], b[3], cin);
xor xor4(k[4], b[4], cin);
xor xor5(k[5], b[5], cin);
xor xor6(k[6], b[6], cin);
xor xor7(k[7], b[7], cin);
FAProject FA0(a[0], k[0], cin, w[1], sum[0]);
FAProject FA1(a[1], k[1], w[1], w[2], sum[1]);
FAProject FA2(a[2], k[2], w[2], w[3], sum[2]);
FAProject FA3(a[3], k[3], w[3], w[4], sum[3]);
FAProject FA4(a[4], k[4], w[4], w[5], sum[4]);
FAProject FA5(a[5], k[5], w[5], w[6], sum[5]);
FAProject FA6(a[6], k[6], w[6], w[7], sum[6]);
FAProject FA7(a[7], k[7], w[7], cout, sum[7]);
xor xor8(OF, cout, w[7]);
endmodule
```
**flow/run.sh**
```bash
#!/bin/bash
# OpenROAD 26Q1-2900-gdf79404cd8, Yosys 0.63+post, stock flow scripts
make -C /OpenROAD-flow-scripts/flow DESIGN_CONFIG=/design/flow/config.mk WORK_HOME=/design/flow/orfs finish
```
**flow/config.mk**
```make
export PLATFORM = sky130hd
export DESIGN_NAME = RCA8Project
export DESIGN_NICKNAME = RCA8Project
export VERILOG_FILES = /design/flow/design.v
export SDC_FILE = /design/flow/constraint.sdc
export NUM_CORES = 4
export LEC_CHECK = 1
export CORE_AREA = 10 10 70 70
export DIE_AREA = 0 0 80 80
```
**flow/constraint.sdc**
```tcl
current_design RCA8Project

set clk_period 5.8
set clk_io_pct 0.2

create_clock -name clk0 -period $clk_period

set non_clock_inputs [all_inputs -no_clocks]
set_input_delay [expr $clk_period * $clk_io_pct] -clock clk0 $non_clock_inputs
set_output_delay [expr $clk_period * $clk_io_pct] -clock clk0 [all_outputs]
```
==> flow_metrics.tcl <==
# flow metrics
set metrics [dict create \
    most_common_cell "inv_1" \
    die_y_um 80 \
    grt_pass1_vias 333 \
    grt_pass1_wl_um 1590 \
    syn_area_per_cell_um2 9.14 \
    ys_types 8 \
    finalClockPeriodUsage_pct 97.8 \
    p_seq_share_pct 0 \
    routed_wl_um 994 \
    clock_power_share_pct 0 \
    tightestPinTransition_ns 0.232 \
    status "finished, final reports clean" \
    postSynthSeqShare_pct 0 \
    drc_errors 0 \
    p_leak_nw 0.306 \
    yosys.area.top_type "fa_1" \
    max-slew-margin-rel_pct 84.6 \
    synth_area_um2 357 \
    fp.coreArea_um2 3420 \
    hold_viol 0 \
    io_pins 27 \
    powerDensity_nw_per_um2 118 \
    clock.fmax_mhz 176 \
    critPathCaptureType "output pin" \
    final-seq-area_um2 0 \
    logic_area_um2 262 \
    finalSetupViolCount 0 \
    ys_chip_area_um2 357 \
    path_class "input port to output pin" \
    antenna_found_initial 0 \
    firstDrtPassIters 2 \
    finalInstanceArea_um2 672 \
    fp-utilization_pct 10.4 \
    via_per_inst 2.71 \
    yosys_warnings 0 \
    die_x_um 80 \
    port_buffers 27 \
    cp.arrival_ns 4.51 \
    synthCells 39 \
    flops 0 \
    place.gp.congestion 0.757 \
    worst_setup_path_start_kind "input port" \
    topCellsByArea "fa_1 39%, xnor2_1 17%, buf_4 17%, inv_1 14%, xor2_2 4.6%" \
    whs_path_depth 3 \
    sw_frac_of_total_pct 31.6 \
    dr.first_iter.drc_count 3 \
    antenna_cells 0 \
    wl_per_cell_um 9.29 \
    vias 290 \
    die_area_um2 6400 \
    maxCapViolCount 0 \
    drive_above_1_share_pct 23.0 \
    dp_hpwl_um 906 \
    period_needed_ns 5.67 \
    drv_slew 0 \
    warnings 32 \
    crit_path_max_fanout 2 \
    required_ns 4.64 \
    grt_util_all_layers_pct 3.10 \
    vdd_drop_max_mv 0.0571 \
    grt_overflow_total 0 \
    hold_buffers 0 \
    p_sw_mw 0.0250 \
    fin_total_pwr_mw 0.0791 \
    combPwrFrac_pct 100.0 \
    final_util_pct 19.7 \
    p_int_mw 0.0541 \
    ys_cells 39 \
    nFillCells 374 \
    hold_class "input port to output pin" \
    num-clock-buffers 0 \
    row_count 21 \
    grt_max_degree 7 \
    syn_to_final_growth_pct 88.4 \
    place_area_um2 636 \
    common_cells "13 x inv_1, 8 x buf_4, 7 x fa_1, 7 x xnor2_1" \
    ant_nets 0 \
    netlist.area_leader.share_pct 39.3 \
]
==> layer usage <==
layer / wire length (um) / track usage (%) / vias to the layer above / part of all wire (%)
met3: 277 / 2.84 / 0 / 28
met1: 494 / 4.67 / 122 / 50
met2: 223 / 3.13 / 27 / 22
met5: 0 / 0 / - / 0
met4: 0 / 0 / 0 / 0
li1: - / - / 141 / -
==> through the flow <==
step	cells	hold slack, ns	setup slack [ns]	TNS (ns)
final	107	2.93	0.126	0
after global routing	107	2.95	-0.00566	-0.00566
after CTS	106	3.22	0.0600	0
after detailed placement	106	3.30	-0.487	-1.44
after global placement	106	3.30	-0.466	-1.38
after floorplan	39	2.47	0.303	0
==> path summary, 6_finish.rpt <==
| check | startpoint | end | slack [ns] |
|---|---|---|---|
| setup / recovery | a[1] | cout | 0.13 |
| hold / removal | a[0] | sum[0] | 2.93 |
==> what timing repair did <==
action / CTS / global route
setup buffers: 0 / 1
cloned: 0 / 0
setup endpoints to repair: 4 / 2
hold endpoints to repair: 0 / 0
resized: 10 / 5
==> critical path, cell delays in order <==
cell             delay (ns)
clkdlybuf4s50_1        0.48
inv_2                  0.04
fa_2                   0.38
fa_2                   0.34
fa_2                   0.34
fa_2                   0.34
fa_2                   0.34
fa_2                   0.34
inv_1                  0.08
fa_2                   0.20
clkdlybuf4s50_1        0.47
==> logic make-up (layout without fill, tap and decap cells) <==
logic type | count (synthesis) | count (layout) | synth area share (%)
xor+xnor | 9 | 9 | 24.2
fa+ha+maj | 7 | 7 | 39.3
buf+inv | 22 | 44 | 33.7
mux | 1 | 1 | 2.81
==> area by class of cell <==
class / instances / area share, %
multi-input cells: 17 / 38.9
repair buffers: 31 / 45.3
well taps: 46 / 8.57
inverters: 13 / 7.26
==> layout by cell type, fill, tap and decap left out <==
cell type,instances
clkdlybuf4s50_1,21
inv_1,12
fa_2,7
xnor2_1,6
buf_4,4
dlymetal6s2s_1,3
dlygate4sd2_1,3
xor2_2,1
inv_2,1
xor2_1,1
xnor2_2,1
mux2i_1,1
==> power by group through the flow <==
| stage | registers (mW) | clock network (mW) | logic, mW |
|---|---|---|---|
| CTS | 0 | 0 | 0.0787 |
| global route | 0 | 0 | 0.0907 |
| finish | 0 | 0 | 0.0791 |
Power figures rest on the tool's default switching activity, not on a simulated workload.
