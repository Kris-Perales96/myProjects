### flow/run.sh
#!/bin/bash
# OpenROAD 26Q1-2900-gdf79404cd8, Yosys 0.63+post, stock flow scripts
make -C /OpenROAD-flow-scripts/flow DESIGN_CONFIG=/design/flow/config.mk WORK_HOME=/design/flow/orfs finish
### flow/config.mk
export PLATFORM = sky130hd
export DESIGN_NAME = fourcompare
export DESIGN_NICKNAME = fourcompare
export VERILOG_FILES = /design/flow/design.v
export SDC_FILE = /design/flow/constraint.sdc
export NUM_CORES = 4
export LEC_CHECK = 1
export CORE_AREA = 10 10 70 70
export DIE_AREA = 0 0 80 80
### flow/constraint.sdc
current_design fourcompare

set clk_period 1.3
set clk_io_pct 0.2

create_clock -name clk0 -period $clk_period

set non_clock_inputs [all_inputs -no_clocks]
set_input_delay [expr $clk_period * $clk_io_pct] -clock clk0 $non_clock_inputs
set_output_delay [expr $clk_period * $clk_io_pct] -clock clk0 [all_outputs]
### flow/design.v
module fourcompare(LT, GT, a, b);
output LT, GT;
input [3:0] a,b;
wire [21:1] w;
nand n1(w[1], a[3], ~b[3]);
nand n2(w[3], ~a[3], b[3]);
nand n3(w[2], w[1], w[3]);
nand n4(w[4], a[2], ~b[2]);
nand n5(w[6], ~a[2], b[2]);
nand n6(w[5], w[4], w[6]);
nand n7(w[7], a[1], ~b[1]);
nand n8(w[8], ~a[1], b[1]);
nand n9(w[9], w[7], w[8]);
nand n10(w[10], a[0], ~b[0]);
nand n11(w[11], ~a[0], b[0]);
nand n12(GT, w[20], w[1]);
nand n13(LT, w[21], w[3]);
or o1(w[12], w[10], w[9]);
or o2(w[13], w[11], w[9]);
and a1(w[14], w[12], w[7]);
and a2(w[15], w[8], w[13]);
or o3(w[16], w[14], w[5]);
or o4(w[17], w[15], w[5]);
and a3(w[18], w[16], w[4]);
and a4(w[19], w[17], w[6]);
or o5(w[20], w[18], w[2]);
or o6(w[21], w[19], w[2]);
endmodule
==> results.ini <==
[status]
outcome=completed

[route]
remaining_drc_errors=0
ant_nets=0
dr.pass1.iters=2
vias_per_cell=2.38
diodes=0
vias=190
wirelength_um=612
avgRoutedWirePerCell_um=7.65
drt-initial-drc-count=9

[flow_run]
drv_cap=0
warnings=37

[setup_path]
crit_type=input port to output port
endpoint_kind=output port
crit_fanout=2
start_kind=input port
worstPathArrival_ns=1.01
critical_path_required_ns=1.04
worstSetupStartpoint=b[1]

[floorplan]
initCoreUtil_pct=4.84
die_area_um2=6400
num_rows=21
pin_count=10
core_um2=3420
die_y_um=80
die_w_um=80

[global_routing]
grt_max_degree=4
antenna_found_initial=0
grtUsageTotal_pct=1.92
first_global_vias=220
grt-ovfl-total=0
grt_pass1_wl_mm=1.03

[timing]
period_minus_slack_ns=1.27
fin_crit_sh_pct=98.0
max_freq_mhz=785
tightest_slew_ns=0.170
drv_slew=0
holdWs_ns=1.01
hold_violations=0
setup_violations=0
slew_headroom_pct=88.6
rsz0062_at_grt=true

[power]
powerDensity_nw_per_um2=285
p_leak_uw=0.000163
vdd_drop_max_mv=0.0428

[place]
globalplace.congestion=0.716
portBuffers=10
place_hpwl_um=472
dpl_cell_area_um2=345

[final_layout]
seqCellArea_um2=0
layout-drive-gt1-share_pct=79.4
area_delta_synth_final_pct=162
logic_area_um2=246
stdcell_area_um2=433
nFlopsAndLatches=0
n_fill_cell=387
clkbuf_count=0

[synthesis]
ys_sh_mux_pct=0
ys_sh_simple_pct=25.8
ys_area_um2=165
yosys.area_share.adder_pct=45.5
ys_top_logic_family=adder cells
yosys_warnings=0
synth.distinct_cells=6
yosys.area_share.aoi_pct=15.2
ys_cells=22
syn_inst=22
ys_seq_share_pct=0
syn_area_um2=165
ys_sh_xor_pct=0
syn_avg_cell_area_um2=7.51

[hold_path]
min_from=b[0]
hp-class=input port to output port

cells in the mapped netlist:
cell type	number	share of area, %
a211oi_2	2	15
nor3_1	4	12
inv_1	6	14
ha_1	6	45
nand3b_1	2	9.1
nor2_1	2	4.5
layout make-up:
| class | instances | share of cell area (%) |
|---|---|---|
| Timing Repair Buffer | 12 | 24.0 |
| Inverter | 6 | 5.78 |
| Tap cell | 46 | 13.3 |
| Multi-Input combinational cell | 16 | 56.9 |
repair_timing:
| action | 4_1_cts | 5_1_grt |
|---|---|---|
| buffers inserted | 0 | 0 |
| endpoints found under the setup margin | 2 | 2 |
| hold endpoints to repair | 0 | 0 |
| hold buffers | 0 | 0 |
| resized | 56 | 6 |
| pin swaps | 9 | 7 |
cell usage in the layout, fill, tap and decap left out, drive strengths merged:
master,Yosys,routed
dlygate4sd2,0,2
nand3b,2,2
ha,6,6
nor3,4,4
inv,6,6
buf,0,10
nor2,2,2
a211oi,2,2
critical path, cell delays in order:
cell and delay (ns):
buf_6 0.10, ha_4 0.25, nand3b_1 0.09, a211oi_2 0.18
buf_2 0.13
cell families after synthesis:
family / count (synthesis)
AND/OR/NAND/NOR: 8
AND-OR/OR-AND: 2
adder cells (fa/ha/maj): 6
buffers and inverters: 6
report_power, final:
part	switching (uW)	total (uW)	internal, uW
clock network	0	0	0
logic	51.5	123	71.9
registers	0	0	0
total	51.5	123	71.9
layer usage:
layer / wire (um) / vias to the layer above / track usage (%) / part of all wire, %
met5: 0 / - / 0 / 0
met1: 278 / 88 / 2.37 / 45
met2: 310 / 5 / 3.61 / 51
met4: 0 / 0 / 0 / 0
met3: 24 / 0 / 0.227 / 3.9
li1: - / 97 / - / -
final timing paths:
| kind | endpoint | slack (ns) | cells past startpoint |
|---|---|---|---|
| max | LT | 0.03 | 5 |
| min | GT | 1.01 | 4 |
stage by stage:
step                      setup TNS [ns]  utilization (%)  power (uW)  setup slack (ns)  cells
final                                  0             12.7         123            0.0265     80
after global routing             -0.0389             12.7         136           -0.0293     80
after CTS                       -0.00769             12.4         116          -0.00769     81
after detailed placement           -1.63             10.1        95.8            -0.826     81
after global placement             -1.64             10.1        95.8            -0.846     81
after floorplan                        0                -        38.8             0.221     22
No activity file was given, so power comes from the tool's default toggle rates.
